### design/flow/config.mk
export PLATFORM = sky130hd
export DESIGN_NAME = mux2to1_6b
export DESIGN_NICKNAME = mux2to1_6b
export VERILOG_FILES = /design/flow/design.v
export SDC_FILE = /design/flow/constraint.sdc
export NUM_CORES = 4
export LEC_CHECK = 1
export CORE_AREA = 10 10 70 70
export DIE_AREA = 0 0 80 80
### design/flow/constraint.sdc
current_design mux2to1_6b

set clk_period 1.2
set clk_io_pct 0.2

create_clock -name clk0 -period $clk_period

set non_clock_inputs [all_inputs -no_clocks]
set_input_delay [expr $clk_period * $clk_io_pct] -clock clk0 $non_clock_inputs
set_output_delay [expr $clk_period * $clk_io_pct] -clock clk0 [all_outputs]
### design/flow/design.v
module mux2to1_6b(
    output reg [5:0] o_mux,
    input [5:0] i_data1,
    input [5:0] i_data2,
    input [5:0] i_data,
    input [1:0] i_sel
);
    always @(*) begin
        case (i_sel)
            2'b00: o_mux = i_data1;
            2'b01: o_mux = i_data;
            2'b10: o_mux = i_data2;
            default: o_mux = 4'b0000;
        endcase
    end
endmodule
### design/flow/run.sh
#!/bin/bash
# OpenROAD 26Q1-2900-gdf79404cd8, Yosys 0.63+post, stock flow scripts
make -C /OpenROAD-flow-scripts/flow DESIGN_CONFIG=/design/flow/config.mk WORK_HOME=/design/flow/orfs finish
==> results_dict.tcl <==
# collected from the flow reports
set metrics [dict create \
    rsz_0062_raised_after_global_routing "no" \
    yosys.stat.chipArea_um2 134 \
    dieWidth_um 80 \
    grt_first_pass_wirelength_mm 1.67 \
    fp_util_pct 3.92 \
    initial_antenna_violation_count 0 \
    drt_pre_antenna_iters 2 \
    status "complete, no violations" \
    grt_overflow 0 \
    grt_pass1_vias 315 \
    via_count 261 \
    max_slew_margin_pct 81.9 \
    finalWeightedCongestion 0.849 \
    port_buffers 26 \
    largest_net_degree_at_the_start_of_global_routing 7 \
    syn-cell-area_um2 134 \
    yosysUniqueCellTypes 4 \
    ir_drop_v 0.000103 \
    detail_route.drc_violations 0 \
    setup_violations 0 \
    number_of_fill_cells 390 \
    wire_per_inst_um 12.9 \
    timing.critical_path.from_type "primary input" \
    cp_data_arrival_time_ns 0.93 \
    top_level_ports 26 \
    setup.worst_path.end_class "primary output" \
    max_slew.worst_pin.slew_ns 0.264 \
    p_per_area_nw_per_um2 313 \
    synth.top_cell.area_share_pct 44.9 \
    cell_total_in_the_yosys_stat_output 14 \
    required_ns 0.96 \
    hold_viol 0 \
    stage_log_warnings 33 \
    fraction_of_layout_cells_with_a_size_suffix_above_1_pct 58.7 \
    globalRouteTotalUtil_pct 3.47 \
    yosys_warnings 1 \
    largest_area_cell "sky130_fd_sc_hd__mux2i_1" \
    syn_to_final_growth_pct 345 \
    layout.clock_buffers 0 \
    power_leakage_nw 0.260 \
    postSynthCellCount 14 \
    timing.critical_path.fanout_max 1 \
    violation_count_after_the_first_detailed_routing_iteration 4 \
    min_period_over_period_pct 97.3 \
    drv.max_cap_violation_count 0 \
    finish.cell_count_without_fillers 92 \
    place_worst_setup_slack_ns -0.689 \
    synth.avg_cell_area_um2 9.56 \
    drt-total-wl_mm 1.19 \
    chip_area_um2 6400 \
    crit_type "in -> out" \
    slew_violations 0 \
    worst_hold_check_path_type "in -> out" \
    diodes 0 \
    vias_per_cell 2.84 \
    core_um2 3420 \
    seq_total_area_yosys_pct 0 \
    post_synth_main_area_contributors "sky130_fd_sc_hd__mux2i_1 (45%), sky130_fd_sc_hd__o2bb2ai_1 (39%), sky130_fd_sc_hd__nor2b_4 (10%)" \
    die-height_um 80 \
    layout.core_utilization_pct 17.4 \
    postCtsHoldBufs 0 \
    post-route-worst-setup-slack_ns 0.0320 \
    core.rowCount 21 \
    achievable-frequency_mhz 856 \
    post-place-cells 87 \
    ant_nets 0 \
    period_needed_ns 1.17 \
    flops 0 \
    seqCellArea_um2 0 \
]
==> metrics by stage <==
stage                     total power, mW  setup TNS (ns)  hold slack (ns)  area, µm²
after floorplan                    0.0320               0            0.503        134
after global placement              0.146           -4.08             1.42        459
after detailed placement            0.146           -4.05             1.40        459
after CTS                           0.162         -0.0602            0.964        524
after global routing                0.201               0            0.814        596
final                               0.187               0            0.770        596
==> layout by cell type, fill, tap and decap left out <==
| cell type | n |
|---|---|
| sky130_fd_sc_hd__buf_6 | 2 |
| sky130_fd_sc_hd__mux2i_2 | 1 |
| sky130_fd_sc_hd__nor2b_4 | 1 |
| sky130_fd_sc_hd__clkdlybuf4s50_1 | 3 |
| sky130_fd_sc_hd__buf_2 | 7 |
| sky130_fd_sc_hd__mux2i_1 | 1 |
| sky130_fd_sc_hd__mux2i_4 | 4 |
| sky130_fd_sc_hd__buf_8 | 1 |
| sky130_fd_sc_hd__dlygate4sd2_1 | 12 |
| sky130_fd_sc_hd__o2bb2ai_2 | 5 |
| sky130_fd_sc_hd__dlymetal6s2s_1 | 3 |
| sky130_fd_sc_hd__buf_4 | 3 |
| sky130_fd_sc_hd__o2bb2ai_4 | 1 |
| sky130_fd_sc_hd__buf_12 | 2 |
==> cell families after synthesis <==
family	after synthesis	synth area share, %
and+or+nand+nor	1	10.3
muxes	6	44.9
buffers and inverters	1	5.61
AOI/OAI and AO/OA	6	39.3
==> cell type report <==
type	instances	area, µm²	area share (%)
multi-input cells	13	230	38.7
repair buffers	33	308	51.7
well taps	46	57.6	9.66
==> metal layers <==
metal | vias up | wire length, µm | global-route usage (%)
met5 | - | 0 | 0
met4 | 0 | 0 | 0
met3 | 0 | 171 | 1.93
met2 | 20 | 397 | 4.33
met1 | 115 | 617 | 5.23
li1 | 126 | - | -
==> critical path, stage by stage <==
cell,delay [ns]
sky130_fd_sc_hd__clkdlybuf4s50_1,0.47
sky130_fd_sc_hd__o2bb2ai_2,0.11
sky130_fd_sc_hd__buf_2,0.11
==> final timing paths <==
path	endpoint	startpoint	cells past startpoint
setup / recovery	o_mux[3]	i_data[3]	3
hold / removal	o_mux[1]	i_data[1]	3
==> repair_timing <==
action                     4_1_cts  5_1_grt
setup endpoints to repair        6        5
pin swaps                        6        1
resized                         54       12
cloned                           0        0
setup buffers                    4        3
==> synth_stat cells <==
master,number
sky130_fd_sc_hd__o2bb2ai_1,6
sky130_fd_sc_hd__mux2i_1,6
sky130_fd_sc_hd__buf_4,1
sky130_fd_sc_hd__nor2b_4,1
==> where the power goes <==
group | switching (mW) | internal [mW]
sequential | 0 | 0
clock | 0 | 0
combinational | 0.0657 | 0.121
Power and IR drop assume default switching activity.
