### design/flow/constraint.sdc
current_design adder_6b

set clk_period 2.4
set clk_io_pct 0.2

create_clock -name clk0 -period $clk_period

set non_clock_inputs [all_inputs -no_clocks]
set_input_delay [expr $clk_period * $clk_io_pct] -clock clk0 $non_clock_inputs
set_output_delay [expr $clk_period * $clk_io_pct] -clock clk0 [all_outputs]
### design/flow/run.sh
#!/bin/bash
# OpenROAD 26Q1-2900-gdf79404cd8, Yosys 0.63+post, stock flow scripts
make -C /OpenROAD-flow-scripts/flow DESIGN_CONFIG=/design/flow/config.mk WORK_HOME=/design/flow/orfs finish
### design/flow/design.v
module adder_6b(
    output [6:0] o_adder1,
    input  [3:0] i_data1,
    input  [5:0] i_data2  
);
    assign o_adder1 = {{3'b0}, i_data1} + {{1'b0}, i_data2};
endmodule
### design/flow/config.mk
export PLATFORM = sky130hd
export DESIGN_NAME = adder_6b
export DESIGN_NICKNAME = adder_6b
export VERILOG_FILES = /design/flow/design.v
export SDC_FILE = /design/flow/constraint.sdc
export NUM_CORES = 4
export LEC_CHECK = 1
export CORE_AREA = 10 10 70 70
export DIE_AREA = 0 0 80 80
==> run notes <==
run results: crit-path max FO=2, total power=0.0984 mW, gpl congestion=0.766, worst path cell trace=clkdlybuf4s15_1 > buf_4 > ha_4 > a21oi_2 > buf_4 > o211ai_2 > xor2_1 > dlygate4sd2_1, initial antenna violation count=0, sw power=0.0334 mW, registers=0, initial DRC count=16, Final Cell Area=514 um2, Netlist Area Pre-Place=186 um2, DRT antenna net count=0, Area growth syn-to-layout=176%, fill count=387, slowest stage cell, crit path=dlygate4sd2_1, first-pass GRT wire length=1.18 mm, Worst Path Arrival=1.82 ns, Vias/cell=2.54, cell mode on critical path=buf_4, CLK BUF=0, combinational share of power=100.0%, die extent in y=80 um, leakage power=0.243 nW, full die area=6400 um2, clock power share=0%, Worst VDD drop=0.0197 mV, Cell area leaders=ha_1, xor2_1, fa_1, inv_1, o211ai_2, Core Region=3420 um2, Final Hold Vio Count=0, Die W=80 um, crit path DRT=1.92 ns, largest net degree at the start of global routing=5, Cell Pwr Density=191 nW/um2, max-cap violations=0, # port buffers=17, number of diodes=0, Final Slew Violations=0, GRT overflow=0, number of global-route vias before repair=255, highest clock rate=436 MHz, Slew @ Worst Pin=0.143 ns, dominant cell type by area after synthesis=ha_1, Pint=0.0651 mW, drt first pass iters=2, final worst path period need=2.30 ns, HPWL Detailed=597 um, Init Core Util=5.46%, M1 WL=331 um, hold_buf cts=0, met2 routed WL=383 um, sequential share of power=0%, OpenROAD warning count=32, Synth Area per Inst=7.77 um2, CP endpoint kind=primary output, synth warn=0, outcome=complete, no violations, top layer in use=met3, # Cells Yosys=24, DRC=0, final WL=765 um, Sw Ratio=33.9%, total track usage=2.13%, Final setup viols=0, crit path launch type=primary input, layout cell share with drive strength beyond 1=45.1%, register area=0 um2, Ports=17, Netlist cell types=14, routed via count=246, area share, top type=26.8%, Placement Cell Area=452 um2, slew margin rel.=90.4%, site row count=21, WL/cell=7.89 um, Post-Synthesis Cells=24, Hold Crit Class=in -> out, Seq/Total Area, Yosys=0%, metal3 WL=50 um, fin crit share=95.7%, synthesis area per yosys=186 um2, Max stage delay on crit path=0.24 ns, critical path class=in -> out
-- path summary, 6_finish.rpt --
path,start,to,cells after the start
worst max-delay path,i_data1[1],o_adder1[5],8
worst min-delay path,i_data1[3],o_adder1[4],6
-- placed cells by master (no fill, tap or decap), types with 2 or more instances in the layout --
cell type | synthesis | layout
inv_1 | 5 | 3
nand3_1 | 2 | 2
dlymetal6s2s_1 | 0 | 2
clkdlybuf4s50_1 | 0 | 4
buf_4 | 0 | 10
inv_2 | 0 | 2
ha_4 | 0 | 3
xor2_1 | 3 | 3
clkbuf_2 | 0 | 3
clkdlybuf4s15_1 | 0 | 2
dlygate4sd2_1 | 0 | 5
-- power by group through the flow --
stage	logic (mW)	registers [mW]	clock network, mW
5_1_grt	0.111	0	0
6_report	0.0984	0	0
4_1_cts	0.0909	0	0
-- metrics by stage --
step | setup TNS, ns | cells | setup slack [ns] | hold slack, ns | util (%)
6_report | 0 | 97 | 0.104 | 1.60 | 15.1
5_1_grt | -0.00808 | 97 | -0.00808 | 1.66 | 15.1
4_1_cts | 0 | 95 | 0.00557 | 1.74 | 14.0
3_5_place_dp | -2.36 | 92 | -0.588 | 1.93 | 13.2
3_3_place_gp | -2.37 | 92 | -0.582 | 1.93 | 13.2
2_1_floorplan | 0 | 24 | 0.482 | 0.989 | -
-- metal layers --
| metal | GRT usage, % | vias up |
|---|---|---|
| li1 | - | 134 |
| met1 | 2.92 | 105 |
| met2 | 3.53 | 7 |
| met3 | 0.455 | 0 |
| met4 | 0 | 0 |
| met5 | 0 | - |
-- critical path, delay by kind of cell --
family          cells  cell delay (ns)
fa+ha+maj           1             0.23
buf+inv             4             0.72
compound gates      2             0.22
xor+xnor            1             0.16
-- synthesized netlist by cell type (all sizes together) --
master / count
xnor2: 1
nor2b: 1
xor2: 3
o211ai: 1
o21ai: 1
inv: 5
nand2: 1
nand3: 2
nand2b: 1
and3: 1
ha: 4
a21oi: 1
o21bai: 1
fa: 1
-- cell families after synthesis --
kind of cell	after synthesis	synth area share (%)
AND-OR/OR-AND	4	16.1
XOR/XNOR	4	18.8
adder cells (fa/ha/maj)	5	37.6
buffers and inverters	5	10.1
AND/OR/NAND/NOR	6	17.5
-- area by class of cell --
type	instances	area, um2	area share [%]
Multi-Input combinational cell	19	214	41.6
Tap cell	46	57.6	11.2
Timing Repair Buffer	27	224	43.6
Inverter	5	18.8	3.65
-- what timing repair did --
action,CTS,global route
setup endpoints to repair,6,4
buffers inserted,3,2
pin swaps,7,8
gates resized,19,12
Power is estimated from default activity; no workload was simulated.
