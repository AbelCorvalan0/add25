==> flow/config.mk <==
export PLATFORM = sky130hd
export DESIGN_NAME = adder_4b
export DESIGN_NICKNAME = adder_4b
export VERILOG_FILES = /design/flow/design.v
export SDC_FILE = /design/flow/constraint.sdc
export NUM_CORES = 4
export LEC_CHECK = 1
export CORE_AREA = 10 10 70 70
export DIE_AREA = 0 0 80 80
==> flow/constraint.sdc <==
current_design adder_4b

set clk_period 1.9
set clk_io_pct 0.2

create_clock -name clk0 -period $clk_period

set non_clock_inputs [all_inputs -no_clocks]
set_input_delay [expr $clk_period * $clk_io_pct] -clock clk0 $non_clock_inputs
set_output_delay [expr $clk_period * $clk_io_pct] -clock clk0 [all_outputs]
==> flow/design.v <==
module adder_4b(
    output [3:0] o_adder0,
    input  [2:0] i_data1,
    input  [2:0] i_data2
);
    assign o_adder0 = {1'b0, i_data1} + {1'b0, i_data2};
endmodule
==> flow/run.sh <==
#!/bin/bash
# OpenROAD 26Q1-2900-gdf79404cd8, Yosys 0.63+post, stock flow scripts
make -C /OpenROAD-flow-scripts/flow DESIGN_CONFIG=/design/flow/config.mk WORK_HOME=/design/flow/orfs finish
==> changes_impl.md <==
## Flow update

- Wirelength, routed: 418 um
- CP peak stage delay: 0.40 ns
- Routed WL per cell: 5.81 um
- Placed cell count: 71
- Starting DRC count in detailed routing: 0
- Area delta synth->final: 196%
- Mapped Area: 95.1 um^2
- Synth cell types: 7
- Slew @ Worst Pin: 0.117 ns
- Chip Area, Yosys: 95.1 um^2
- DRC: 0
- FILL cells: 408
- Clock Buffer Count: 0
- Die H: 80 um
- Gr ovfl total: 0
- Initial Util: 0.0278
- Core Footprint: 3420 um^2
- Via count: 120
- ANT cells: 0
- Yosys warns: 0
- Vias/cell: 1.67
- Total power density per cell area: 195 nW/um^2
- Gpl congestion: 0.718
- Bufs and invs on worst path: 3
- Share of cells above drive strength 1: 0.423
- Number of cells on the critical path: 5
- Non-filler cells, final: 72
- Max-Slew Margin vs Limit: 0.922
- Crit path max fanout: 3
- First-pass GRT wire length: 538 um
- Worst Hold Launch: i_data2[0]
- Fin. max-slew vios: 0
- Maximum VDD drop: 0.0000195 V
- Hold Path Sink: o_adder0[3]
- Critical path class: input pin to primary output
- HPWL Detailed: 379 um
- Pre-antenna DRT Iters: 1
- Register area share after synthesis: 0
- MaxCap Viol Count: 0
- WP data required: 1.52 ns
- Sequential cell area: 0 um^2
- Final Instance Area: 282 um^2
- Number of global-route vias before repair: 97
- Hold_buf cts: 0
- Worst min path class: input pin to primary output
- Worst Hold Depth: 6
- Crit end category: primary output
- Initial antenna violation count: 0
- Synthesized instance count: 12
- Tmin final: 1.87 ns
- Boundary Pins: 10
- Total Power: 54.8 uW
- Status: finished clean
- Leakage power: 0.000122 uW
- Die area: 6400 um^2
- Period utilisation layout: 0.985
- Critical Path Start Type: input pin
- CP arrival: 1.49 ns
- Unrepaired setup endpoints after global routing: no
- Antenna Violating Nets Remaining: 0
- Fmax achieved: 535 MHz
- Hold Fails Final Rpt: 0
- # rows: 21
- Syn Area/Cell: 7.92 um^2
- Area post-placement: 275 um^2
- Cells in synth_stat.txt: 12
- Pin count of the biggest net entering global routing: 4
- I/O Buffers: 10
- Setup_tns: 0 ns
- Flops: 0
- Final setup fails: 0
- CP top delay family: buffers and inverters
- OpenROAD warning count: 32
- Tot GR Track Use: 0.0113
- Slowest-stage cell, CP: clkdlybuf4s50_1
- Die Wd: 80 um
- Critical Path, Cell by Cell: clkdlybuf4s50_1 > ha_1 > buf_6 > xnor2_1 > buf_2
-- timing repair --
| item | in CTS | in global routing |
|---|---|---|
| setup endpoints to repair | 4 | 0 |
| gates resized | 21 | 0 |
| setup buffers | 1 | 0 |
-- cell usage after synthesis --
master | count | area, um^2
a21oi_1 | 1 | 5.00
fa_1 | 1 | 20.0
ha_1 | 3 | 37.5
inv_1 | 4 | 15.0
nand2_1 | 1 | 3.75
nand3_1 | 1 | 5.00
xnor2_1 | 1 | 8.76
-- power by group --
| group | total (uW) | switching, uW | internal, uW |
|---|---|---|---|
| combinational | 54.8 | 18.1 | 36.6 |
| sequential | 0 | 0 | 0 |
| clock | 0 | 0 | 0 |
-- worst max path at each step --
stage,from,end,slack (ns)
after CTS,i_data2[2],o_adder0[2],0.02
after global routing,i_data2[2],o_adder0[2],0.0004
final,i_data2[2],o_adder0[2],0.03
-- placed cells by master, fill, tap and decap left out, types with 2 or more instances in the layout --
cell type	count
dlygate4sd2_1	3
clkdlybuf4s50_1	3
buf_2	3
buf_4	3
inv_2	2
inv_1	2
ha_1	2
-- through the flow --
| step | util | worst slack (ns) | hold WS [ns] |
|---|---|---|---|
| floorplan | - | 0.467 | 0.832 |
| global placement | 0.0806 | -0.540 | 1.83 |
| detailed placement | 0.0806 | -0.569 | 1.83 |
| CTS | 0.0824 | 0.0229 | 1.32 |
| global route | 0.0824 | 0.000382 | 1.36 |
| finish | 0.0824 | 0.0294 | 1.30 |
-- final cells by class --
type	instances	area, um^2	area share
repair buffers	14	116	0.413
well taps	46	57.6	0.204
multi-input cells	8	92.6	0.329
inverters	4	15.0	0.0533
-- cells by family after synthesis --
family          synth area share
compound gates            0.0526
xor+xnor                  0.0921
fa+ha+maj                  0.605
buf+inv                    0.158
simple gates              0.0920
-- metal layers --
| metal | vias up | track usage | wire length [um] |
|---|---|---|---|
| met1 | 50 | 0.0139 | 188 |
| li1 | 65 | - | - |
| met2 | 5 | 0.0225 | 217 |
| met5 | - | 0 | 0 |
| met3 | 0 | 0 | 13 |
| met4 | 0 | 0 | 0 |
-- worst min-delay path, delay by kind of cell --
kind / cells / cell delay, ns
fa+ha+maj: 1 / 0.13
buf+inv: 3 / 0.28
simple gates: 2 / 0.12
Power figures rest on the tool's default switching activity, not on a simulated workload.
